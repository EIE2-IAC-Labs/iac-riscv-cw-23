### flow/run.sh
#!/bin/bash
# OpenROAD 26Q1-2900-gdf79404cd8, Yosys 0.63+post, stock flow scripts
make -C /OpenROAD-flow-scripts/flow DESIGN_CONFIG=/design/flow/config.mk WORK_HOME=/design/flow/orfs finish
### flow/config.mk
export PLATFORM = sky130hd
export DESIGN_NAME = PC_top
export DESIGN_NICKNAME = PC_top
export VERILOG_FILES = /design/flow/design.v
export SDC_FILE = /design/flow/constraint.sdc
export NUM_CORES = 4
export LEC_CHECK = 1
export CORE_UTILIZATION = 30
### flow/constraint.sdc
current_design PC_top

set clk_period 8.7
set clk_io_pct 0.2

create_clock -name clk0 -period $clk_period [get_ports {clk}]

set non_clock_inputs [all_inputs -no_clocks]
set_input_delay [expr $clk_period * $clk_io_pct] -clock clk0 $non_clock_inputs
set_output_delay [expr $clk_period * $clk_io_pct] -clock clk0 [all_outputs]
### flow/design.v
module PC_top #(
    parameter WIDTH = 32
)(
    input logic clk,
    input logic rst,
    input logic PCsrc,
    input logic JUMPRT,
    input logic [WIDTH-1:0] ImmOp,
    input logic [WIDTH-1:0] Result,
    output logic [WIDTH-1:0] PC
);
logic [WIDTH-1:0]  inc_PC;
logic [WIDTH-1:0]  branch_PC;
logic [WIDTH-1:0]  PCNext;
logic [WIDTH-1:0] ReturnMultiplexerOutput;
assign inc_PC = PC+4;
assign branch_PC = PC + ImmOp;
assign ReturnMultiplexerOutput = JUMPRT ? Result : branch_PC; 
assign PCNext = PCsrc ? ReturnMultiplexerOutput : inc_PC;
  ProgramCounter ProgramCounter (
    .clk (clk),
    .rst (rst),
    .PCNext (PCNext),
    .PC(PC)
  );
endmodule
module ProgramCounter#(
    parameter WIDTH = 32
)(
    input logic      clk,
    input logic      rst,
    input logic [WIDTH-1:0]  PCNext,
    output logic [WIDTH-1:0]  PC
);
always_ff @(posedge clk, posedge rst)
    if(rst) PC <= 32'hBFC00000;
    else    PC <= PCNext;
endmodule
==> results.cfg <==
; implementation run metrics
[clock_network]
postCtsSetupBuffers = 0
ctsResizeCount = 0
clkSinkCount = 32
h-tree-depth = 2
clkTransAtPathRegs_ps = 50
cts_tree = built
holdBufCountCts = 0
cts_made_buffers = 5
clk_latency_ps = 280
cts_root_buffer = clkbuf_16
clk_path_buf_depth = 2

[critical_path]
worstSetupPathType = in2reg
crit_path_max_incr_delay_ps = 440
arrival_ps = 4750
crit_path_start_kind = input pin
critPathBufInv = 1
crit_family = AND-OR/OR-AND gates
crit_slowest_cell = fa_1
rrSetupSlack_ps = 5610
regToRegStartpoint = ProgramCounter.PC[0]
critical_path.max_fanout = 3
cp-end-kind = flop
reg2reg_depth = 10
cp_data_required_time_ps = 8910
path_cells = clkdlybuf4s50_1 > ha_1 > fa_1 > a211oi_1 > o21bai_1 > o221ai_1 > a21oi_1 > o31ai_1 > nand3_1 > o31a_1 > o221a_2
reg2reg_to = ProgramCounter.PC[28]

[place]
dp_hpwl_um = 8570
place_congestion = 0.908
io_buffers = 99
pre_cts_ws_ps = 3950

[final_timing]
rsz0062_at_grt = no
tightest_slew_ps = 789
max-slew-margin-rel_pct = 47.1
fin_skew_ps = 3.86
slew_violations = 0
period_minus_slack_ps = 4540
setup_tns_ps = 0
finalCritPeriodShare_pct = 52.2
setup_viol = 0
setup_ws_ps = 4160
holdWs_ps = 567
final_hold_viol_count = 0
fmax_mhz = 220

[synthesis]
synth_area_um2 = 3560
syn_inst = 450
fa_ha_area_share_pct = 11.8
ys_chip_area_um2 = 3560
edf_count = 0
synth-main-ff-cell = dfrtp_1
syn_area_per_cell_um2 = 7.91
ys_sh_mux_pct = 1.41
ys_cells = 450
yosys.area_share.aoi_pct = 28.5
synth_cell_types = 55
ys_warn_count = 1
simple_gate_area_share_pct = 18.4
numSynthFlops = 32
synth_seq_share_pct = 22.8
synth-async-reset-ratio_pct = 100
xor_share_pct = 13.3
synthTopLogicFamily = AND-OR/OR-AND gates

[drt]
drc = 0
postRouteAntennaNets = 0
drtIter0Drc = 185
detail_route.wl_per_cell_um = 16.5
detailroute.via_count = 3736
routed_via_density = 5.46
diodes = 0
drt_wl_total_um = 11300
dr.pass1.iters = 22

[pwr]
leakage_uw = 0.00185
vdd_drop_max_mv = 0.0864
power-per-cell-area_nw_per_um2 = 246

[global_route]
grt_max_degree = 59
grt_pass1_wl_um = 18600
grt_use_total_pct = 19.2
gr-total-overflow = 0
antenna_found_initial = 0
grt_pass1_vias = 3580

[flow_run]
drv_cap = 0
log.warning_count = 25

[die]
dieArea_um2 = 12300
core_area_um2 = 11500
num_rows = 39
fp_util_pct = 30.9
chipWidth_um = 111
ios = 100
dieHeight_um = 111

[run_status]
status = finished, final reports clean

[layout]
area_delta_synth_final_pct = 35.1
drive_gt1_share_pct = 5.73
reg.largest.list = ProgramCounter.PC: 32 flops
regMostFlops = ProgramCounter.PC
largest_reg_flops = 32
n_fill_cell = 1142

[min_path]
holdCritPathClass = reg2reg
holdPathEnd = ProgramCounter.PC[0]
min_path_cells = 2
hp-start = ProgramCounter.PC[0]
## synth_stat cells, types with 9 or more instances
cell	number	area (um2)
nand2_1	40	150
o22ai_1	15	93.8
o211ai_1	11	82.6
inv_1	9	33.8
a21o_1	10	75.1
nand3_1	23	115
a21oi_1	50	250
nand4_1	10	62.6
o21ai_0	31	155
nor2_1	38	143
xnor2_1	36	315
clkbuf_1	16	60.1
dfrtp_1	23	576
ha_1	32	400
dfstp_2	9	236
xor2_1	18	158
## how the worst max path moves through the flow
stage / endpoint / cells after the start / from
after CTS: ProgramCounter.PC[28] / 11 / ImmOp[0]
after global routing: ProgramCounter.PC[30] / 11 / ImmOp[0]
final: ProgramCounter.PC[28] / 11 / ImmOp[0]
## power breakdown
group	internal [uW]	switching (uW)
combinational	368	352
sequential	206	81.1
clock	114	64.5
total	688	497
## final cells by class
type	count	area [um2]	area share (%)
inverter	10	37.5	0.780
multi-input combinational	387	2610	54.3
tap	143	179	3.72
sequential	32	812	16.9
timing repair buffer	104	1020	21.3
clock buffer	8	146	3.04
## tightest hold or removal path: cells and delay by family, from the launching register on
family,cells,cell delay [ps]
DFF,1,370
AOI/OAI and AO/OA,1,100
and+or+nand+nor,1,50
## cells in the final DEF, fill, tap and decap left out, types with 3 or more instances in the layout
cell type | Yosys | layout
dfrtp_1 | 23 | 23
nand2_1 | 40 | 40
o211ai_1 | 11 | 11
nor3_1 | 6 | 6
nand3_1 | 23 | 23
nor2_1 | 38 | 38
and3_1 | 6 | 6
xnor2_1 | 36 | 36
mux2i_1 | 5 | 5
a21o_1 | 10 | 10
nand4_1 | 10 | 10
clkdlybuf4s50_1 | 0 | 98
o21ai_0 | 31 | 31
xor2_1 | 18 | 18
clkbuf_16 | 0 | 5
a21oi_1 | 50 | 50
a211oi_1 | 8 | 8
o21bai_1 | 8 | 8
o22ai_1 | 15 | 15
inv_1 | 9 | 9
ha_1 | 32 | 32
a31oi_1 | 3 | 3
buf_4 | 2 | 5
and4_1 | 5 | 5
dfstp_2 | 9 | 9
## cells by family (layout without fill, tap and decap cells)
family	Yosys count	after routing
XOR/XNOR	54	54
adder cells (fa/ha/maj)	33	33
AND-OR/OR-AND	157	157
multiplexers	5	5
buffers and inverters	31	122
AND/OR/NAND/NOR	138	138
flip-flops	32	32
## through the flow
stage                     util [%]  cell area [um2]  total power [uW]  instances
after floorplan                  -             3560               763        450
after global placement        40.5             4660              1000        676
after detailed placement      40.5             4660              1000        676
after CTS                     41.8             4810              1190        684
after global routing          41.8             4810              1290        684
final                         41.8             4810              1190        684
## metal layers
layer	share of wire (%)	track usage (%)
met4	1.0	1.83
met5	0	0
met1	47	29.3
met2	46	30.6
met3	5.1	2.12
Power figures rest on the tool's default switching activity, not on a simulated workload.
