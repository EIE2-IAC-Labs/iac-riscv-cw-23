==> /design/flow/design.v <==
module flipflop2 #(
    parameter ADDRESS_WIDTH = 32,
              DATA_WIDTH = 32
)(
    input logic         clk,
    input logic         RegWriteD,
    input logic         ResultSrcD,
    input logic         MemWriteD,
    input logic         JumpD,
    input logic         BranchD,
    input logic [2:0]        ALUControlD,
    input logic         ALUSrcD,
    input logic         MUXJUMPD,
    input logic         JUMPRTD,
    input logic         BranchMUXD,
    input logic [DATA_WIDTH-1:0]        RD1,
    input logic [DATA_WIDTH-1:0]        RD2,
    input logic [DATA_WIDTH-1:0]        PCD,
    input logic [4:0]        RdD,
    input logic [DATA_WIDTH-1:0]        ImmExtD,
    input logic [DATA_WIDTH-1:0]        PCPlus4D,
    output logic         RegWriteE,
    output logic         ResultSrcE,
    output logic         MemWriteE,
    output logic         JumpE,
    output logic         BranchE,
    output logic [2:0]        ALUControlE,
    output logic         ALUSrcE,
    output logic         MUXJUMPE,
    output logic         JUMPRTE,
    output logic         BranchMUXE,  
    output logic [DATA_WIDTH-1:0]        RD1E,
    output logic [DATA_WIDTH-1:0]        RD2E,
    output logic [DATA_WIDTH-1:0]        PCE,
    output logic [4:0]        RdE,
    output logic [DATA_WIDTH-1:0]        ImmExtE,
    output logic [DATA_WIDTH-1:0]        PCPlus4E
);
always_ff @(posedge clk)
    begin
        RegWriteE   <=  RegWriteD;
        ResultSrcE  <=  ResultSrcD;
        MemWriteE   <=  MemWriteD;
        JumpE       <=  JumpD;
        BranchE     <=  BranchD;
        ALUControlE  <=  ALUControlD;
        ALUSrcE     <=  ALUSrcD;
        RD1E        <=  RD1;
        RD2E        <=  RD2;
        PCE         <=  PCD;
        RdE         <=  RdD;
        ImmExtE     <=  ImmExtD;
        PCPlus4E    <=  PCPlus4D;
        MUXJUMPE    <=  MUXJUMPD;
        JUMPRTE     <=  JUMPRTD;
        BranchMUXE  <=  BranchMUXD;        
    end
endmodule
==> /design/flow/run.sh <==
#!/bin/bash
# OpenROAD 26Q1-2900-gdf79404cd8, Yosys 0.63+post, stock flow scripts
make -C /OpenROAD-flow-scripts/flow DESIGN_CONFIG=/design/flow/config.mk WORK_HOME=/design/flow/orfs finish
==> /design/flow/config.mk <==
export PLATFORM = sky130hd
export DESIGN_NAME = flipflop2
export DESIGN_NICKNAME = flipflop2
export VERILOG_FILES = /design/flow/design.v
export SDC_FILE = /design/flow/constraint.sdc
export NUM_CORES = 4
export LEC_CHECK = 1
export CORE_AREA = 10 10 199 199
export DIE_AREA = 0 0 209 209
==> /design/flow/constraint.sdc <==
current_design flipflop2

set clk_period 1.0
set clk_io_pct 0.2

create_clock -name clk0 -period $clk_period [get_ports {clk}]

set non_clock_inputs [all_inputs -no_clocks]
set_input_delay [expr $clk_period * $clk_io_pct] -clock clk0 $non_clock_inputs
set_output_delay [expr $clk_period * $clk_io_pct] -clock clk0 [all_outputs]
==> ci_impl_report.md <==
### Flow metrics

| Metric | Value |
|---|---|
| Share of power burned in the clock network | `43.2%` |
| Pwr/cell area | `2030 nW/µm²` |
| CP peak stage delay | `310 ps` |
| Slowest stage cell, crit path | `dfxtp_1` |
| Violated checks | `setup timing` |
| Yosys Chip Area | `3540 µm²` |
| Switch share | `21.7%` |
| Post-synthesis sequential area ratio | `100%` |
| FF+latch count, synth | `177` |
| First drt pass iteration count | `4` |
| Setup TNS | `-6140 ps` |
| Fin crit share | `107%` |
| Area leader, netlist | `dfxtp_1` |
| FP Util | `10.0%` |
| Port Buffers | `354` |
| Post-place setup slack | `-72.4 ps` |
| Slew Viols, Final | `0` |
| Worst slew margin relative to its limit | `87.0%` |
| Worst hold path type | `input pin to flip-flop` |
| Final hold violations | `0` |
| Core Region | `35400 µm²` |
| Peak supply drop | `0.00115 V` |
| Yosys warnings | `1` |
| Crit-path cells | `buf_2` |
| Critical Path Source Type | `flip-flop` |
| Most frequent logic cell in the layout | `clkdlybuf4s50_1` |
| Minimum clock period | `1070 ps` |
| Part of the power in combinational logic | `6.9%` |
| Worst-path clk slew | `70 ps` |
| Post-route ant nets | `0` |
| Avg WL per Cell | `13.7 µm` |
| Routed WL | `14000 µm` |
| Design Power | `15.0 mW` |
| Inserted Diodes | `0` |
| Setup Viol. Count Final | `177` |
| Max Clk Rate | `937 MHz` |
| Fill count | `3856` |
| Largest net degree at the start of global routing | `17` |
| Mapped Area | `3540 µm²` |
| Number of global-route vias before repair | `3000` |
| Internal | `11.8 mW` |
| Area leader share | `100%` |
| DIE WIDTH | `209 µm` |
| CTS Buf Count | `17` |
| Top Ports | `355` |
| 1st-iter DRT viols | `81` |
| Cts hold-fix bufs | `0` |
| Comb. cell area | `0 µm²` |
| CP top delay family | `flip-flops` |
| RSZ-0062 raised after global routing | `true` |
| Global Route Usage Sum | `6.15%` |
| Req. time, crit path | `800 ps` |
| Die Y | `209 µm` |
| Crit path buffers/inverters | `1` |
| DR vias | `2675` |
| Std-Cell Rows | `69` |
| Slew at the pin closest to its max-slew limit | `195 ps` |
| Clk sinks | `177` |
| Area grow syn2layout | `109%` |
| Post-route setup slack | `-67.0 ps` |
| Max-Cap Viols | `0` |
| Critical path capture point type | `primary output` |
| Count of tool warnings | `27` |
| Status | `finished with violations` |
| Psw | `3.27 mW` |
| Grt total ovfl | `0` |
| Yosys cell types | `1` |
| #MultiIn Comb | `0` |
| WP data arrival | `870 ps` |
| Antenna violations before repair | `0` |
| Dpl hpwl | `11400 µm` |
| Root buffer cell | `clkbuf_16` |
| Leakage power | `3.17 nW` |
| RePlAce Congestion | `0.739` |
| First-pass GRT wire length | `19900 µm` |
| Synth Instances | `177` |
| Kind of critical path | `flip-flop to primary output` |
| # Cells Yosys | `177` |
| Top cells excl fill/tap | `177 x clkdlybuf4s50_1, 169 x buf_2, 153 x dfxtp_1` |
| Fraction of layout cells with a size suffix above 1 | `41.0%` |
| DRC viols | `0` |
| H-tree Lvls | `4` |
| TritonCTS clock tree | `done` |
| Vias per cell | `2.61` |
| Die ar. | `43700 µm²` |
| Setup bufs post-CTS | `0` |
| Syn Area/Cell | `20.0 µm²` |
| Clk buf depth | `2` |
| Sequential cell area | `3570 µm²` |
| Seq pwr share | `50.0%` |
| Top cells by area | `dfxtp_1 100%` |
| CP Max Fanout | `1` |
## stage by stage
step	cell area (µm²)	utilization, %	hold slack (ps)	instances
detailed placement	7660	21.7	652	992
global route	7420	21.0	157	1024
finish	7420	21.0	192	1024
CTS	7370	20.8	153	1024
global placement	7660	21.7	649	992
floorplan	3540	-	228	177
## logic make-up after synthesis
kind of cell / Yosys count / synth area share (%)
flops: 177 / 100
## what timing repair did
item / CTS / global route
setup endpoints to repair: 177 / 177
gates cloned: 0 / 0
resized: 582 / 18
## state kept, by name (all words and copies together), names as in the netlist, 3 cells and up
register	cells
RD1E	32
RdE	5
PCE	32
ImmExtE	32
PCPlus4E	32
ALUControlE	3
RD2E	32
## Yosys cell counts
master   instances
dfxtp_1        177
## power groups by stage
stage | clock [mW] | combinational, mW | sequential, mW
6_report | 6.49 | 1.03 | 7.51
5_1_grt | 7.12 | 1.13 | 7.55
4_1_cts | 6.86 | 1.06 | 7.50
## metal layers
metal | wire (µm) | track usage (%) | vias to the layer above
li1 | - | - | 1296
met1 | 5260 | 6.67 | 1155
met2 | 6290 | 9.63 | 213
met3 | 2220 | 4.58 | 11
met4 | 223 | 0.918 | 0
met5 | 0 | 0 | -
## path summary, 6_finish.rpt
| path | startpoint | to | slack, ps | cells past startpoint |
|---|---|---|---|---|
| max | RD1E[23] | RD1E[23] | -70 | 1 |
| min | PCPlus4D[10] | PCPlus4E[10] | 190 | 1 |
## final cells by class
| class | count | share of cell area (%) |
|---|---|---|
| Clock inverter | 13 | 1.74 |
| Clock buffer | 19 | 5.83 |
| Timing Repair Buffer | 354 | 36.5 |
| Sequential cell | 177 | 48.2 |
| Tap cell | 461 | 7.77 |
Power and IR drop assume default switching activity.
