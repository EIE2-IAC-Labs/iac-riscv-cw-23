## config.mk

```make
export PLATFORM = sky130hd
export DESIGN_NAME = flipflop3
export DESIGN_NICKNAME = flipflop3
export VERILOG_FILES = /design/flow/design.v
export SDC_FILE = /design/flow/constraint.sdc
export NUM_CORES = 4
export LEC_CHECK = 1
export CORE_AREA = 10 10 140 140
export DIE_AREA = 0 0 150 150
```

## constraint.sdc

```tcl
current_design flipflop3

set clk_period 1.0
set clk_io_pct 0.2

create_clock -name clk0 -period $clk_period [get_ports {clk}]

set non_clock_inputs [all_inputs -no_clocks]
set_input_delay [expr $clk_period * $clk_io_pct] -clock clk0 $non_clock_inputs
set_output_delay [expr $clk_period * $clk_io_pct] -clock clk0 [all_outputs]
```

## design.v

```verilog
module flipflop3 #(
    parameter ADDRESS_WIDTH = 32,
              DATA_WIDTH = 32
)(
    input logic         clk,
    input logic [DATA_WIDTH-1:0]        ALUOut,
    input logic [DATA_WIDTH-1:0]        regOp2,  
    input logic [4:0]        RdE,
    input logic [DATA_WIDTH-1:0]        PCTargetE,
    input logic [DATA_WIDTH-1:0]        PCPlus4E,
    input logic         RegWriteE,
    input logic         ResultSrcE,
    input logic         MemWriteE,
    input logic         MUXJUMPE,
    input logic         JUMPRTE,
    input logic         JumpE,
    output logic        JumpM,
    output logic        RegWriteM,
    output logic        ResultSrcM,
    output logic        MemWriteM,
    output logic        MUXJUMPM,
    output logic        JUMPRTM,
    output logic [DATA_WIDTH-1:0]       ALUResultM,
    output logic [DATA_WIDTH-1:0]       WriteDataM,
    output logic [4:0]      RdM,
    output logic [DATA_WIDTH-1:0]      PCTargetM,
    output logic [DATA_WIDTH-1:0]       PCPlus4M
);
always_ff @(posedge clk)
    begin
        RegWriteM <= RegWriteE;
        ResultSrcM <= ResultSrcE;
        MemWriteM <= MemWriteE;
        MUXJUMPM <= MUXJUMPE;
        JUMPRTM <= JUMPRTE;
        JumpM <= JumpE;
        ALUResultM <= ALUOut;
        WriteDataM <= regOp2;
        RdM <= RdE;
        PCTargetM <= PCTargetE;
        PCPlus4M <= PCPlus4E;
    end
endmodule
```

## run.sh

```bash
#!/bin/bash
# OpenROAD 26Q1-2900-gdf79404cd8, Yosys 0.63+post, stock flow scripts
make -C /OpenROAD-flow-scripts/flow DESIGN_CONFIG=/design/flow/config.mk WORK_HOME=/design/flow/orfs finish
```

==> flow_summary_export.csv <==
group,metric,value,unit
sta,finalSetupViolCount,115,
final_layout,syn_to_final_growth,107,%
clocking,clk_pin_slew_worst_paths,0.06,ns
logic_synthesis,syn_area,2780,um2
detailed_routing,drt-total-wl,9.95,mm
global_route,grt_pass1_vias,2207,
critical_path,crit_path_end_kind,"output pin",
logic_synthesis,yosysSeqAreaShare,100,%
critical_path,cpPeakStageDelay,0.32,ns
clocking,clock-root-buffer,"clkbuf_16",
detailed_routing,drc,0,
detailed_routing,wl_met3,1.13,mm
floorplanning,num_rows,47,
logic_synthesis,ys_sh_simple,0,%
floorplanning,die_w,150,um
critical_path,cp.arrival,0.83,ns
job,drv_cap,0,
logic_synthesis,xor_share,0,%
logic_synthesis,ys_warn_count,1,
clocking,cts_hold_buf,0,
critical_path,critPathKind,"register to output pin",
final_layout,n_fill_cell,1661,
sta,setup_slack,-0.0336,ns
critical_path,worst_setup_path_start_kind,"register",
place,place_inst,637,
logic_synthesis,ff_type,"dfxtp_1",
min_path,hp-class,"input pin to register",
logic_synthesis,top_area_share,100,%
detailed_routing,wl_per_cell,14.9,um
detailed_routing,topRoutingLayerUsed,"met4",
critical_path,critPathMaxFanout,1,
detailed_routing,drt-initial-drc-count,46,
global_route,antenna_found_initial,0,
status,violations,"negative setup slack",
place,place_area,5840,um2
final_layout,stdcell_count,669,
clocking,cts.sinks,139,
sta,worstMarginPinSlew,0.178,ns
logic_synthesis,synth_top_cell_by_count,"dfxtp_1",
detailed_routing,via_per_inst,3.12,
clocking,numCtsBuffers,17,
floorplanning,pin_count,279,
sta,fmax,0.968,GHz
detailed_routing,via_count,2086,
detailed_routing,insertedDiodeCount,0,
place,gp_congestion,0.739,
logic_synthesis,ys_cells,139,
power,vdd_drop_max,1.44,mV
logic_synthesis,ys_sh_aoi,0,%
logic_synthesis,syn_inst,139,
logic_synthesis,ys_ff,139,
place,portBuffers,278,
detailed_routing,wl_met2,5.43,mm
job,openroad.warnings,27,
global_route,grt_start_max_net_pins,17,
logic_synthesis,yosys_area,2780,um2
logic_synthesis,synth_cell_types,1,
global_route,grt-ovfl-total,0,
clocking,post_cts_buffers,0,
detailed_routing,first_pass_iters,4,
critical_path,crit_buf_inv,1,
logic_synthesis,common_cells,"139 x dfxtp_1",
detailed_routing,final_antenna_net_count,0,
sta,rsz0062_at_grt,"true",
clocking,ctsLongestPathBuffers,2,
clocking,htreeDepth,4,
power,power,12.8,mW
logic_synthesis,synth_top_cell_by_area,"dfxtp_1",
logic_synthesis,ys_sh_mux,0,%
floorplanning,fp.dieH,150,um
final_layout,nMultiInputCombCells,0,
sta,final.min_clock_period,1.03,ns
sta,hold_violations,0,
critical_path,cpLargestDelayFamily,"flip-flops",
detailed_routing,routedLengthMet1,3.17,mm
clocking,tritoncts,"yes",
sta,post-route-period-util,103,%
logic_synthesis,async_flop_share,0,%
final_layout,comb_area,0,um2
logic_synthesis,synth_adder_area_share,0,%
logic_synthesis,postSynthAreaPerCell,20.0,um2
global_route,grt_usage,8.20,%
floorplanning,coreArea,16600,um2
final_layout,seq_area,2800,um2
power,leakagePower,2.55,nW
sta,drv_slew,0,
final_layout,fin_util,34.7,%
critical_path,crit_path_cell_trace,"buf_2",
status,outcome,"complete, but fails checks",
global_route,grt_pass1_wl,14.0,mm
place,post-dp-hpwl,8.11,mm
logic_synthesis,synth-edff-count,0,
sta,relSlewSlack,88.1,%
floorplanning,initial_core_util,16.8,%
final_layout,finalInstanceArea,5760,um2
floorplanning,chip_area,22500,um2
critical_path,crit_path_top_delay_cell,"dfxtp_2",
power,powerDensity,2220,nW/um2
critical_path,worstPathRequired,0.80,ns
logic_synthesis,area_leaders,"dfxtp_1 100%",
final_layout,drive_above_1_share,41.2,%
==> stage by stage <==
step                TNS, ns  hold WS [ns]  worst slack, ns
floorplan                 0         0.228            0.538
finish               -0.946         0.223          -0.0336
CTS                   -4.82         0.199          -0.0645
global placement    -0.0199         0.650          -0.0113
global route          -7.63         0.198          -0.0805
detailed placement  -0.0307         0.652          -0.0166
==> what timing repair did <==
action | CTS | global route
setup endpoints to repair | 139 | 139
pin swaps | 0 | 0
resized | 450 | 5
==> worst paths after layout <==
check / cells past startpoint / from / to
worst min-delay path: 1 / regOp2[18] / WriteDataM[18]
worst max-delay path: 1 / PCPlus4M[0] / PCPlus4M[0]
==> per-layer routing <==
layer | global-route usage [%] | up-vias
met5 | 0 | -
met4 | 1.65 | 0
met3 | 4.08 | 11
met2 | 15.1 | 132
met1 | 8.09 | 915
li1 | - | 1028
==> layout by cell type (no fill, tap or decap) <==
cell type / instances
clkinv_4: 2
inv_6: 5
buf_2: 137
inv_8: 3
dfxtp_1: 125
buf_6: 2
clkbuf_8: 1
clkbuf_16: 17
bufinv_16: 1
dfxtp_2: 14
clkdlybuf4s50_1: 139
clkinvlp_4: 3
==> sequential cells by signal, indices dropped and copies added, names as in the netlist <==
register	count
MemWriteM	1
RdM	5
PCPlus4M	32
JumpM	1
MUXJUMPM	1
JUMPRTM	1
PCTargetM	32
RegWriteM	1
ResultSrcM	1
ALUResultM	32
WriteDataM	32
==> cell families after synthesis <==
group  count (synthesis)
DFF                  139
==> power by group <==
group	leakage [nW]	switching, mW	internal [mW]	total [mW]
registers	1.17	0.0594	5.84	5.90
clock network	0.280	2.50	3.58	6.09
logic	1.09	0.130	0.651	0.781
total	2.55	2.69	10.1	12.8
==> cell type report <==
class                   instances  area share (%)
flip-flops and latches        139            48.6
repair buffers                278            36.4
clock buffers                  18            7.62
well taps                     220            4.78
clock inverters                14            2.56
Power and IR drop assume default switching activity.
